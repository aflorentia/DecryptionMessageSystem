--- design.v ---
module SAM2 (str, mode, clk, reset, msg, frame);
	input str;
	input mode;
	input clk;
	input reset;
	output reg msg;
	output reg frame;
	reg [3:0] n = 4'b0000;
	reg [31:0] d = 32'b00;
	reg [31:0] capsN = 32'b0;
	reg[2:0] counter0 = 3'b100;		 
	reg[15:0] counter1 = 16'b0;		 
	reg[15:0] counter2 = 16'b0;
	reg[15:0] countZeros = 16'b0;		 
	reg[15:0] countOnes = 16'b0;		 
	reg[5:0] bitPeriod = 6'b0;
	reg prevBit = 1'b0;
	reg[15:0] msgSize = 16'b0;
	reg status = 1'b1;
	reg configured = 1'b0;
	always @(posedge clk, negedge reset) begin
		if (!reset) begin msg <= 0; frame <=0; end
		else if (mode) begin 				
			if(counter0) 
				begin  
					n[counter0-1] <= str; 
					counter0 <= counter0-1; 
					if(counter0==3'b001) begin
						#1 counter1 <= 2**n; 		 
						#1 counter2 <= 2**n;
					end
				end
			else if(counter1) 
				begin  
					d[counter1-1]<= str; 
					counter1<= counter1-1; 
				end
			else if(counter2) 
				begin  
					capsN[counter2-1]<= str; 
					counter2<= counter2-1; 
				end	
			configured <= 1'b1;
		end		
		else if (!mode&configured) begin 
			if(prevBit==1'b0 && str == 1'b1) begin
				if(countZeros<=countOnes) begin
					msg <= (!d)|capsN;				 
				end
				else if(countZeros>countOnes) begin
					msg <= (d)|capsN;				 
				end
			countZeros <= 15'b0;
			countOnes <= 15'b0;
			bitPeriod <= 1'b0;
			end
			else  begin						 
				if(str==1'b1) begin
					countOnes <= countOnes+1;
				end
				else if(str==1'b0) begin
					countZeros <= countZeros+1;				
				end
				bitPeriod <= bitPeriod+1;
				prevBit <= str;
			end
		end
	end
endmodule
--- run.sh ---
#!/bin/bash
# OpenROAD 26Q1-2900-gdf79404cd8, Yosys 0.63+post, stock flow scripts
make -C /OpenROAD-flow-scripts/flow DESIGN_CONFIG=/design/flow/config.mk WORK_HOME=/design/flow/orfs finish
--- config.mk ---
export PLATFORM = sky130hd
export DESIGN_NAME = SAM2
export DESIGN_NICKNAME = SAM2
export VERILOG_FILES = /design/flow/design.v
export SDC_FILE = /design/flow/constraint.sdc
export NUM_CORES = 4
export LEC_CHECK = 1
export CORE_UTILIZATION = 30
--- constraint.sdc ---
current_design SAM2

set clk_period 5.7
set clk_io_pct 0.2

create_clock -name clk0 -period $clk_period [get_ports {clk}]

set non_clock_inputs [all_inputs -no_clocks]
set_input_delay [expr $clk_period * $clk_io_pct] -clock clk0 $non_clock_inputs
set_output_delay [expr $clk_period * $clk_io_pct] -clock clk0 [all_outputs]
==> flow_summary.html <==
<h3>Run summary</h3>
<table>
<tr><th>Metric</th><th>Value</th></tr>
<tr><th colspan="2">Status</th></tr>
<tr><td>Result of the run</td><td>completed</td></tr>
<tr><th colspan="2">Min path</th></tr>
<tr><td>Worst hold path depth</td><td>1</td></tr>
<tr><td>Hold path start</td><td>d[22]$_DFFE_PP_</td></tr>
<tr><td>Hold Crit Endpoint</td><td>d[22]$_DFFE_PP_</td></tr>
<tr><td>Worst hold-check path type</td><td>reg2reg</td></tr>
<tr><th colspan="2">Yosys</th></tr>
<tr><td>Number of cells in the yosys synthesis report</td><td>808</td></tr>
<tr><td>Post-synthesis share of cell area spent on xor and xnor gates</td><td>6.66%</td></tr>
<tr><td>Sequential fraction of the synthesis area</td><td>39.7%</td></tr>
<tr><td>Top flip-flop cell by instance count after synthesis</td><td>sky130_fd_sc_hd__edfxtp_1</td></tr>
<tr><td>Number of enable flip-flop cells</td><td>106</td></tr>
<tr><td>Post-synth top cells</td><td>sky130_fd_sc_hd__edfxtp_1, sky130_fd_sc_hd__nor2_1, sky130_fd_sc_hd__nor3_1</td></tr>
<tr><td>Post-synthesis cell type with the largest instance count</td><td>sky130_fd_sc_hd__edfxtp_1</td></tr>
<tr><td>Post-synth design cell area</td><td>a little over 0.008 mm2</td></tr>
<tr><td>Chip area in the Yosys report</td><td>0.00808 mm2</td></tr>
<tr><td>Cell type with the largest total area</td><td>sky130_fd_sc_hd__edfxtp_1</td></tr>
<tr><td>Mean instance size in the synthesized netlist</td><td>10.0 um2</td></tr>
<tr><td>#FFs+latches synth</td><td>107</td></tr>
<tr><td>Distinct cells, synth</td><td>79</td></tr>
<tr><td>Complex Gates by Area</td><td>9.98%</td></tr>
<tr><td>Area contributors post-synth</td><td>sky130_fd_sc_hd__edfxtp_1, sky130_fd_sc_hd__mux2_4, sky130_fd_sc_hd__ha_1</td></tr>
<tr><td>Ys async rst share</td><td>0.935%</td></tr>
<tr><td>Mux share</td><td>under 10%</td></tr>
<tr><td>Simple Share, Synth</td><td>25.2%</td></tr>
<tr><td>Fa+ha+maj area frac</td><td>5.42%</td></tr>
<tr><td>Synth warn</td><td>1</td></tr>
<tr><td>Dominant combinational cell family by area after synthesis</td><td>simple AND/OR/NAND/NOR gates</td></tr>
<tr><td>Top-area cell share</td><td>a little under 40%</td></tr>
<tr><td>Post-synthesis instance total</td><td>a little over 800</td></tr>
<tr><th colspan="2">Global route</th></tr>
<tr><td>Aggregate global routing overflow</td><td>0</td></tr>
<tr><td>Global-route wire length before repair</td><td>28800 um</td></tr>
<tr><td>Largest net degree at the start of global routing</td><td>41</td></tr>
<tr><td>Vias in the first global route</td><td>5568</td></tr>
<tr><td>Overall global routing resource usage</td><td>13.0%</td></tr>
<tr><td>Antenna violations before repair</td><td>0</td></tr>
<tr><th colspan="2">Clock tree</th></tr>
<tr><td>Clock net sink count</td><td>107</td></tr>
<tr><td>CTS Root Cell</td><td>sky130_fd_sc_hd__clkbuf_16</td></tr>
<tr><td>Number of buffers created by CTS</td><td>9</td></tr>
<tr><td>Cts repair resizes</td><td>0</td></tr>
<tr><td>Number of buffers inserted by post-CTS setup repair</td><td>0</td></tr>
<tr><td>Max H-tree Level</td><td>3</td></tr>
<tr><td>Number of buffers inserted by hold repair at cts</td><td>0</td></tr>
<tr><td>Clock latency of the later-clocked register in the worst-skew pair</td><td>0.37 ns</td></tr>
<tr><td>Bufs on Longest Clock Path</td><td>2</td></tr>
<tr><td>TritonCTS clock tree</td><td>yes</td></tr>
<tr><td>Clock transition at path regs</td><td>about 0.080 ns</td></tr>
<tr><th colspan="2">Drt</th></tr>
<tr><td>Via count of the routed design</td><td>5897</td></tr>
<tr><td>Number of DRC markers in iteration 0</td><td>about 480</td></tr>
<tr><td>Number of antenna-violating nets in the routed design</td><td>0</td></tr>
<tr><td>DRC Markers</td><td>0</td></tr>
<tr><td>Routed wire length</td><td>17100 um</td></tr>
<tr><td>Number of detailed-routing iterations run before antenna repair</td><td>5</td></tr>
<tr><td>Number of inserted diodes</td><td>0</td></tr>
<tr><td>Avg Vias per Cell</td><td>between 5 and 6</td></tr>
<tr><td>Per-cell routed wire length</td><td>about 15 um</td></tr>
<tr><th colspan="2">STA</th></tr>
<tr><td>Number of setup violations in the final report</td><td>0</td></tr>
<tr><td>Max Clk Rate</td><td>a little over 0.2 GHz</td></tr>
<tr><td>Final Worst Setup Slack</td><td>0.808 ns</td></tr>
<tr><td>Headroom to the max-slew limit</td><td>44.0%</td></tr>
<tr><td>Largest clock skew in the final design</td><td>0.0177 ns</td></tr>
<tr><td>Min Clock Period, post-route</td><td>about 5 ns</td></tr>
<tr><td>Setup repair after global routing missed its margin</td><td>no</td></tr>
<tr><td>Share of the cycle needed by the critical path after routing</td><td>85.8%</td></tr>
<tr><td>Slew of the pin with the lowest slew margin</td><td>roughly 0.83 ns</td></tr>
<tr><td>Post-route setup TNS</td><td>0 ns</td></tr>
<tr><td>Number of hold-slack violations in the final timing report</td><td>0</td></tr>
<tr><td>Pins Over Slew Limit</td><td>0</td></tr>
<tr><th colspan="2">Floorplanning</th></tr>
<tr><td>Ports placed on the boundary</td><td>6</td></tr>
<tr><td>Initial core utilization</td><td>30.8%</td></tr>
<tr><td>Die Span X</td><td>~170 um</td></tr>
<tr><td>Height of the die</td><td>166 um</td></tr>
<tr><td>Chip Footprint</td><td>0.0276 mm2</td></tr>
<tr><td>Placeable core area</td><td>between 0.02 and 0.03 mm2</td></tr>
<tr><td>Number of rows created at floorplan</td><td>59</td></tr>
<tr><th colspan="2">Power</th></tr>
<tr><td>Power density of the placed cells</td><td>191 mW/mm2</td></tr>
<tr><td>Worst supply voltage drop on vdd</td><td>roughly 0.15 mV</td></tr>
<tr><td>Total Power</td><td>roughly 0.0017 W</td></tr>
<tr><td>Cell leakage power</td><td>2.86 nW</td></tr>
<tr><th colspan="2">Setup path</th></tr>
<tr><td>Nature of the critical path endpoint</td><td>register</td></tr>
<tr><td>Nature of the critical path startpoint</td><td>register</td></tr>
<tr><td>Worst EP arrival</td><td>5.00 ns</td></tr>
<tr><td>Count of cells along the worst register-to-register path</td><td>14</td></tr>
<tr><td>Capture instance of the worst register-to-register path</td><td>d[23]$_DFFE_PP_</td></tr>
<tr><td>Req. time, crit path</td><td>a little under 6 ns</td></tr>
<tr><td>Worst reg2reg startpoint</td><td>counter1[0]$_DFFE_PP_</td></tr>
<tr><td>R2R setup slack</td><td>about 0.81 ns</td></tr>
<tr><td>Setup CP Type</td><td>reg2reg</td></tr>
<tr><td>CP Max Fanout</td><td>32</td></tr>
<tr><th colspan="2">Finish</th></tr>
<tr><td>Area growth from synthesis to layout</td><td>6.72%</td></tr>
<tr><td>Layout cells sized above 1</td><td>15.4%</td></tr>
<tr><td>Post-route cell area</td><td>0.00863 mm2</td></tr>
<tr><td>Filler-free cell count of the finished design</td><td>about 1100</td></tr>
<tr><td>Filler Cell Count</td><td>2634</td></tr>
<tr><th colspan="2">Placed design</th></tr>
<tr><td>Pre-CTS worst setup slack</td><td>around 0.84 ns</td></tr>
<tr><td>Post-Place Cells</td><td>1107</td></tr>
<tr><td>Post-placement cell area</td><td>between 0.008 and 0.009 mm2</td></tr>
<tr><td>Port bufs</td><td>4</td></tr>
<tr><td>HPWL after detailed placement</td><td>11800 um</td></tr>
<tr><td>Final RePlAce weighted congestion</td><td>0.864</td></tr>
<tr><th colspan="2">Flow run</th></tr>
<tr><td>Stage-log warning count</td><td>33</td></tr>
<tr><td>Number of violations of the max-capacitance limit</td><td>0</td></tr>
</table>
## per-layer routing
metal  up-vias  track usage [%]  wire (um)
met2       112             19.7       7660
met4         0             1.22        161
li1       2957                -          -
met1      2819             20.6       8510
met3         9             2.60        771
met5         -                0          0
## per-stage QoR
stage	hold slack [ns]	utilization [%]
floorplan	0.530	-
global placement	0.573	31.6
detailed placement	0.574	31.6
CTS	0.594	32.8
global route	0.614	32.8
finish	0.593	32.8
## layout by cell type (no fill, tap or decap), types with 17 or more instances in the layout
cell type                  netlist  routed
sky130_fd_sc_hd__xnor2_1        39      39
sky130_fd_sc_hd__nand4_1        17      17
sky130_fd_sc_hd__o21ai_0        33      33
sky130_fd_sc_hd__mux2_4         30      30
sky130_fd_sc_hd__ha_1           35      35
sky130_fd_sc_hd__nor3_1         56      54
sky130_fd_sc_hd__edfxtp_1      106     106
sky130_fd_sc_hd__nand3_1        35      35
sky130_fd_sc_hd__inv_1          36      36
sky130_fd_sc_hd__xor2_1         18      18
sky130_fd_sc_hd__nor4_1         25      25
sky130_fd_sc_hd__nand2_1        46      46
sky130_fd_sc_hd__nand3_2        30      30
sky130_fd_sc_hd__nor2_1         66      66
## critical path: stages, from the launching register on
cell                       delay, ns
sky130_fd_sc_hd__edfxtp_1       0.60
sky130_fd_sc_hd__inv_1          0.18
sky130_fd_sc_hd__ha_1           0.57
sky130_fd_sc_hd__or3b_1         0.53
sky130_fd_sc_hd__o31ai_1        0.30
sky130_fd_sc_hd__nand4_1        0.23
sky130_fd_sc_hd__nor4_2         0.44
sky130_fd_sc_hd__and3b_1        0.23
sky130_fd_sc_hd__ha_1           0.24
sky130_fd_sc_hd__nor2_1         0.10
sky130_fd_sc_hd__nand2_1        0.09
sky130_fd_sc_hd__a211oi_4       0.20
sky130_fd_sc_hd__buf_4          0.47
sky130_fd_sc_hd__nand3_2        0.13
sky130_fd_sc_hd__mux2_4         0.32
## cell type report
class	instances	area, um2	area share (%)
multi-input combinational	612	4420	51.2
sequential	107	3210	37.2
tap	335	419	4.86
clock buffer	9	225	2.61
timing repair buffer	17	138	1.60
inverter	36	135	1.57
clock inverter	7	83.8	0.972
## how the worst max path moves through the flow
stage                                 start              end  cells after the start
final                 counter1[0]$_DFFE_PP_  d[23]$_DFFE_PP_                     14
after global routing  counter1[0]$_DFFE_PP_   d[5]$_DFFE_PP_                     14
after CTS             counter1[0]$_DFFE_PP_  d[24]$_DFFE_PP_                     14
## state kept, by name, indices dropped and copies added (netlist names)
register / count
countZeros: 16
n: 4
prevBit: 1
d: 32
countOnes: 16
counter2: 16
configured: 1
msg: 1
counter0: 3
capsN: 1
counter1: 16
## cell families after synthesis
kind of cell | after synthesis
buf+inv | 89
flops | 107
xor+xnor | 59
mux | 41
compound gates | 117
fa+ha+maj | 35
other cells | 2
simple gates | 358
## power breakdown
group | switching [W] | leakage, nW | internal (W)
Sequential | 0.0000161 | 0.984 | 0.000874
Clock | 0.000335 | 0.152 | 0.000319
Combinational | 0.0000667 | 1.73 | 0.0000409
Total | 0.000418 | 2.86 | 0.00123
Power figures rest on the tool's default switching activity, not on a simulated workload.
